## /design/flow/design.v

```verilog
`timescale 1ns / 1ps
module three_by_three_bit_multiplier (
    input [2:0] multiplicand,
    input [2:0] multiplier,
    input start,
    input clk,
    output reg done,
    output reg [5:0] product
);
integer i = 0;
reg [5:0] ps = 6'b000000;
reg running = 0;
always @ (posedge clk) begin
    if (start && !running) begin
        running = 1;
        done = 0;
        product = 6'b000000;
    end
    else if (running && i < 3) begin
        if (multiplicand[i] == 1'b1) begin
            ps[2:0] = multiplier;
            ps = ps << i;
            product = product + ps;
            ps = 6'b000000;
        end
        i += 1;
    end
    else if (i >= 3) begin
        done = 1;
        running = 0;
        i = 0;
    end
end
endmodule
```

## /design/flow/constraint.sdc

```tcl
current_design three_by_three_bit_multiplier

set clk_period 4.2
set clk_io_pct 0.2

create_clock -name clk0 -period $clk_period [get_ports {clk}]

set non_clock_inputs [all_inputs -no_clocks]
set_input_delay [expr $clk_period * $clk_io_pct] -clock clk0 $non_clock_inputs
set_output_delay [expr $clk_period * $clk_io_pct] -clock clk0 [all_outputs]
```

## /design/flow/config.mk

```make
export PLATFORM = sky130hd
export DESIGN_NAME = three_by_three_bit_multiplier
export DESIGN_NICKNAME = three_by_three_bit_multiplier
export VERILOG_FILES = /design/flow/design.v
export SDC_FILE = /design/flow/constraint.sdc
export NUM_CORES = 4
export LEC_CHECK = 1
export CORE_UTILIZATION = 40
```

## /design/flow/run.sh

```bash
#!/bin/bash
# OpenROAD 26Q1-2900-gdf79404cd8, Yosys 0.63+post, stock flow scripts
make -C /OpenROAD-flow-scripts/flow DESIGN_CONFIG=/design/flow/config.mk WORK_HOME=/design/flow/orfs finish
```

==> flow_summary_export.csv <==
group,metric,value,unit
drt,diodes,0,
layout,regArea,1120,µm²
drt,via_per_inst,5.42,
worst_setup_path,crit_type,"flop to flop",
worst_setup_path,worstPathMaxFanout,5,
sta,grt_setup_unrepaired,"false",
layout,layout_top_cell,"nor2_1",
sta,final_hold_viol_count,0,
worst_setup_path,r2r_start,"i[17]$_SDFFCE_PP0P_",
synthesis,avgSynthCellArea,9.97,µm²
synthesis,syn-cell-area,2510,µm²
drt,drt_iter0_drc,137,
layout,lay_top_cells,"nor2_1, edfxtp_1, xor2_1, nand3_1",
clocking,cts_setup_buffers,0,
clocking,clock-root-buffer,"clkbuf_8",
grt,overflow,0,
clocking,numCtsBuffers,5,
synthesis,ys.flops,40,
run,maxCapViolations,0,
layout,syn2layout_area_growth,12.4,%
worst_setup_path,cp_slowest_cell,"or3_2",
die,die_w,81.3,µm
clocking,clockBufferDepth,2,
layout,comb_area,1340,µm²
grt,grt_start_max_net_pins,33,
die,initial_core_util,42.0,%
sta,fin_crit_sh,79.9,%
sta,worstMarginPinSlew,735,ps
sta,slew_headroom,50.6,%
die,die_y,81.3,µm
worst_setup_path,cp_data_required_time,4420,ps
clocking,path_clk_slew,70,ps
worst_setup_path,path_cells,"nor4_1, nand3_1, or3_2, nor3_1, ha_1, a211oi_1, nor2_1, o21a_1, o311ai_1, mux2i_1",
clocking,clk_latency,290,ps
clocking,postCtsResizedCells,0,
die,row_count,28,
sta,post-route-min-period,3360,ps
worst_setup_path,path_delay_family,"simple AND/OR/NAND/NOR gates",
worst_setup_path,slowest_delay,550,ps
grt,antenna_found_initial,0,
drt,drtAntennaViolNets,0,
layout,fill_cells,534,
worst_setup_path,end_kind,"flop",
drt,avgRoutedWirePerCell,14.1,µm
sta,fmax,298,MHz
place,hpwl,3.42,mm
synthesis,async_flop_share,0,%
pwr,peakVddDrop,0.289,mV
clocking,holdBufCountCts,0,
grt,grt_pass1_wl,8.27,mm
synthesis,synthCells,252,
worst_setup_path,crit_start,"i[17]$_SDFFCE_PP0P_",
synthesis,synth-main-ff-cell,"edfxtp_1",
sta,slew_violations,0,
clocking,cts_tree,"built",
die,io_pins,15,
layout,drive_above_1_share,8.92,%
synthesis,ys_warn_count,1,
min_path,min_from,"done$_SDFFE_PP0P_",
drt,drc,0,
grt,grt.total_usage,17.0,%
drt,wl,4.85,mm
worst_setup_path,crit_buf_inv,0,
die,die_area,6600,µm²
min_path,hold_class,"flop to flop",
pwr,p_per_area,575,nW/µm²
synthesis,yosysSeqAreaShare,44.6,%
pwr,leakage,0.982,nW
sta,setup_violations,0,
sta,worst_hold_slack,448,ps
die,core-area,5990,µm²
synthesis,yosys.cell_types.count,46,
run,log.warning_count,25,
grt,grt_pass1_vias,1752,
place,io_buffers,14,
worst_setup_path,start_kind,"flop",
run_status,outcome,"finished, final reports clean",
synthesis,yosysCellCount,252,
clocking,clock-sinks,40,
clocking,htree_levels,2,
sta,clock_skew,5.57,ps
worst_setup_path,cp.arrival,3570,ps
drt,num_vias,1863,
synthesis,edf_count,32,
place,gp_congestion,0.830,
sta,tns,0,ps
drt,drt_first_pass_iters,4,
synthesis,yosysChipArea,2510,µm²
## worst min-delay path: stages, from the launching register on
cell and delay (ps):
dfxtp_1 310, inv_1 50, a21oi_1 50
## report_power, final
part	switching [W]	internal, W
clock	0.000129	0.000110
combinational	0.000270	0.000226
sequential	0.000250	0.000639
## cell families after synthesis
kind of cell,count (synthesis),synth area share [%]
AND-OR/OR-AND,33,9.06
XOR/XNOR,31,10.8
buffers and inverters,16,2.44
adder cells (fa/ha/maj),7,3.78
multiplexers,4,1.69
AND/OR/NAND/NOR,121,27.6
flip-flops,40,44.6
## worst paths after layout
| path | end | slack [ps] | depth (start not counted) |
|---|---|---|---|
| max | product[5]$_SDFFE_PP0P_ | 840 | 10 |
| min | done$_SDFFE_PP0P_ | 450 | 2 |
| max reg2reg | product[5]$_SDFFE_PP0P_ | 840 | 10 |
| min reg2reg | done$_SDFFE_PP0P_ | 450 | 2 |
## synthesized netlist by cell type, types with 2 or more instances
cell type	instances	area share (%)
nor2_1	37	5.5
nand2_1	14	2.1
nor4_1	5	1.2
nand3b_1	3	0.90
a21oi_1	9	1.8
nor3_1	7	1.4
clkbuf_1	7	1.0
xnor2_1	13	4.5
nand2b_1	2	0.50
nor4_4	4	3.4
ha_1	6	3.0
nand4_1	14	3.5
a21o_1	2	0.60
dfxtp_1	8	6.4
a211oi_1	4	1.2
o21a_1	2	0.60
inv_1	8	1.2
edfxtp_1	32	38
mux2i_1	2	0.80
and4_2	2	0.80
and3_1	9	2.2
o21ai_0	6	1.2
mux2_2	2	0.90
xor2_1	18	6.3
nand3_1	15	3.0
## final cells by class
cell class,instances,share of cell area [%]
multi-input combinational,196,47.2
sequential,40,39.7
timing repair buffer,18,6.02
tap,75,3.32
clock buffer,5,2.43
inverter,8,1.06
clock inverter,2,0.266
## flip-flops by register name, summed over array words and instances, names as in the netlist
register  cells
i            32
done          1
product       6
running       1
## per-layer routing
metal,global-route usage [%],share of wire [%]
met3,3.08,4.2
met1,27.0,49
met5,0,0
met2,26.3,45
met4,1.96,1.4
## per-stage QoR
step                      power, W  worst slack (ps)  util (%)  instances  area [µm²]
final                      0.00162               845      47.2        344        2830
after global routing       0.00174               560      47.2        344        2830
after CTS                  0.00164               820      47.2        344        2830
after detailed placement   0.00139               882      45.9        337        2750
after global placement     0.00139               951      45.9        337        2750
after floorplan            0.00124               568         -        252        2510
Power is estimated from default activity; no workload was simulated.
