### ./design.v
`timescale 1ns / 1ps
module lab2_3_2(
    input [3:0] a,
    input [3:0] b,
    input cin,
    output z,
    output cout,
    output [3:0] an,
    output [6:0] seg
);
    wire comp_result;
    wire [3:0] sum;
    wire [0:3] add6;
    wire [0:3] carry;
    wire [0:3] carry2;
    wire [0:3] res;
    assign an = 4'b1110;
    adder2 ads1 (a[0], b[0], cin, sum[0], carry[0]);
    adder2 ads2 (a[1], b[1], carry[0], sum[1], carry[1]);
    adder2 ads3 (a[2], b[2], carry[1], sum[2], carry[2]);
    adder2 ads4 (a[3], b[3], carry[2], sum[3], cout);
    comparator1 comp1(sum, comp_result);
    assign z = comp_result;
    adder2 ad1 (sum[0], 1'b0, 1'b0, add6[0], carry2[0]);
    adder2 ad2 (sum[1], 1'b1, carry2[0], add6[1], carry2[1]);
    adder2 ad3 (sum[2], 1'b1, carry2[1], add6[2], carry2[2]);
    adder2 ad4 (sum[3], 1'b0, carry2[2], add6[3], carry2[3]);
    assign res[0] = (~comp_result & sum[0]) | (comp_result & add6[0]);
    assign res[1] = (~comp_result & sum[1]) | (comp_result & add6[1]);
    assign res[2] = (~comp_result & sum[2]) | (comp_result & add6[2]);
    assign res[3] = (~comp_result & sum[3]) | (comp_result & add6[3]);
    sevseg1 s1 (res, seg);
endmodule
module adder2(
    input a,
    input b,
    input cin,
    output s,
    output cout
);
    wire xor1;
    assign xor1 = (a ^ b);
    assign s = (xor1) ^ cin;
    assign cout = (a & b) | (xor1 & cin);
endmodule
module comparator1(
    input [0:3] x,
    output out
);
    assign out = (x > 4'b1001);
endmodule
module sevseg1(
    input [0:3] x,
    output reg [6:0] seg
    );
    always @(*)
    begin
    case (x)
    4'b0000: seg = 7'b0000001;
    4'b1000: seg = 7'b1001111;
    4'b0100: seg = 7'b0010010;
    4'b1100: seg = 7'b0000110;
    4'b0010: seg = 7'b1001100;
    4'b1010: seg = 7'b0100100;
    4'b0110: seg = 7'b0100000;
    4'b1110: seg = 7'b0001111;
    4'b0001: seg = 7'b0000000;
    4'b1001: seg = 7'b0000100;
    4'b0101: seg = 7'b0000001;
    4'b1101: seg = 7'b1100000;
    4'b0011: seg = 7'b0110001;
    4'b1011: seg = 7'b1000010;
    4'b0111: seg = 7'b0110000;
    4'b1111: seg = 7'b0111000;
     endcase    
  end
endmodule
### ./run.sh
#!/bin/bash
# OpenROAD 26Q1-2900-gdf79404cd8, Yosys 0.63+post, stock flow scripts
make -C /OpenROAD-flow-scripts/flow DESIGN_CONFIG=/design/flow/config.mk WORK_HOME=/design/flow/orfs finish
### ./config.mk
export PLATFORM = sky130hd
export DESIGN_NAME = lab2_3_2
export DESIGN_NICKNAME = lab2_3_2
export VERILOG_FILES = /design/flow/design.v
export SDC_FILE = /design/flow/constraint.sdc
export NUM_CORES = 4
export LEC_CHECK = 1
export CORE_AREA = 10 10 70 70
export DIE_AREA = 0 0 80 80
### ./constraint.sdc
current_design lab2_3_2

set clk_period 7.0
set clk_io_pct 0.2

create_clock -name clk0 -period $clk_period

set non_clock_inputs [all_inputs -no_clocks]
set_input_delay [expr $clk_period * $clk_io_pct] -clock clk0 $non_clock_inputs
set_output_delay [expr $clk_period * $clk_io_pct] -clock clk0 [all_outputs]
==> run summary <==
Results of the run.

In the layout the commonest cells are sky130_fd_sc_hd__clkdlybuf4s50_1 (18), sky130_fd_sc_hd__inv_1 (9), sky130_fd_sc_hd__a21oi_1 (5). The number of remaining DRC errors is 0. The aggregate global routing overflow is 0.

Summed over all nets, the half-perimeter wirelength after detailed placement is 1121 µm. The all-layer global routing usage is 0.04134. Once detail routing completed, the nets flagged for antenna violations numbered 0. The initial detailed-routing violation count is 22.

The count of mapped cells out of synthesis is 78. The critical path maximum fanout is 18. The number of maximum-capacitance violations is 0. The count of final setup violators is 0. The post-cts resize count is 0. In this run the layout overhead on the synthesized area is reported as 31.20%. The worst setup path is captured at an output port. Counting I/O delays and the setup requirement, the final critical path takes 6523 ps. The iteration count recorded for the first detailed-route pass is 4. Dividing the detail-routed wire length by the instance count gives 10.13 µm. The leakage power is 0.0003025 µW. The area of all placed cells without fillers is 768.2 µm². The total of fill cells in the finished design is 387.

The hold-fix buffer count after cts is 0. The footprint of the flip-flops and latches is 0 µm². Per the gpl log, the routability congestion estimate is 0.8150.

The placeable core region is 3416 µm². Port buffering added 18 buffers. The global-route wire length before repair is 2304 µm. The synthesized netlist occupies a cell area of 585.6 µm². The number of cells in the yosys synthesis report is 78.

The number of global-route vias before repair is 501. The max-slew violation count is 0. The width of the chip is 80 µm. Setup repair after global routing left no endpoint under its margin.

The analysis reports a worst IR drop on VDD of 71.88 µV. The critical path startpoint category is an input pin. In this run the full chip footprint comes out at 6400 µm². The area fraction of the largest cell type after synthesis is 0.1368.

The library cell occupying the most area in the post-synthesis netlist is sky130_fd_sc_hd__fa_1. The final power report lists total power as 145.2 µW. STA puts the critical path data arrival time at 5120 ps. The top logic cell by instance count in the layout is sky130_fd_sc_hd__clkdlybuf4s50_1. Once layout is complete, the utilization of the core stands at 0.2249. According to the Yosys statistics, the synthesized design has a chip area of 585.6 µm².

The y dimension of the die is 80 µm. For the worst setup path, the data required time is 5600 ps. The number of different library cells in the post-synthesis netlist is 36. The total via count after detailed routing is 563. The post-synthesis sequential area ratio is 0. In this build the clock could be raised as far as 153.3 MHz. The antenna diode count is 0. The design has 0 sequential cells. The number of warning messages in the logs is 32. The layout report lists the multi-input gate area as 481.7 µm². The worst hold margin is 3920 ps. The power density relative to cell area is 189.0 nW/µm². Per the final timing report, the hold violations number 0.

In the finished design, the share of the clock period the worst path needs comes to 0.9318. Pin placement for this block handled 22 I/O pins. Per the final layout report, the fraction of cells sized above drive strength 1 comes to 0.08889. For this run, the detailed router reports a per-instance via density of 4.140. According to the floorplan log, the row count is 21. The number of clock buffer instances in the layout is 0.

The kind of critical path is input pin to output port. By area the synthesized netlist is led by sky130_fd_sc_hd__fa_1 (14%), sky130_fd_sc_hd__buf_4 (7.7%), sky130_fd_sc_hd__inv_1 (5.8%), sky130_fd_sc_hd__nor4b_2 (5.1%), sky130_fd_sc_hd__a21oi_1 (4.3%). For reference, the post-synthesis area per instance comes to 7.507 µm². Entering global routing, the biggest net connects 20 pins. The total negative setup slack is 0 ps. The instance area at placement is 768.2 µm². The run finished with clean final reports. After detailed routing, the total wire length is 1378 µm. Note that the worst hold path type here is input pin to output port. The count of warnings emitted by yosys is 1.

Post-CTS timing repair inserted 0 buffers for setup. The initial standard-cell utilization of the core is 0.1714. The initial antenna violation count is 0.
==> where the power goes <==
| group | switching (µW) | total, µW | leakage (µW) | internal, µW |
|---|---|---|---|---|
| Sequential | 0 | 0 | 0 | 0 |
| Combinational | 65.6 | 145 | 0.000303 | 79.5 |
| Clock | 0 | 0 | 0 | 0 |
==> metrics by stage <==
stage	instances	worst slack, ps
finish	136	477.1
global route	136	269.7
CTS	136	458.2
detailed placement	136	483.0
global placement	136	512.7
floorplan	80	1666
==> path summary, 6_finish.rpt <==
path / from / to / slack (ps) / depth (start not counted)
max: a[0] / seg[1] / 480 / 14
min: b[3] / cout / 3920 / 3
==> cells by family after synthesis <==
logic type,synth area share
simple gates,0.3248
compound gates,0.2756
buf+inv,0.1902
fa+ha+maj,0.1795
other cells,0.01283
mux,0.01709
==> synthesized netlist by cell type (3+ instances only) <==
cell type	n
sky130_fd_sc_hd__inv_1	9
sky130_fd_sc_hd__buf_4	6
sky130_fd_sc_hd__a21oi_1	5
sky130_fd_sc_hd__fa_1	4
sky130_fd_sc_hd__nor2_1	4
sky130_fd_sc_hd__nor2b_1	4
sky130_fd_sc_hd__o21ai_0	4
sky130_fd_sc_hd__nand2_1	3
sky130_fd_sc_hd__nand2b_1	3
==> metal layers <==
layer / vias up / GRT usage / share of wire
li1: 290 / - / -
met1: 247 / 0.06903 / 0.54
met2: 26 / 0.05377 / 0.39
met3: 0 / 0.009091 / 0.068
met4: 0 / 0 / 0
met5: - / 0 / 0
==> cell type report <==
| cell class | count | area share |
|---|---|---|
| Tap cell | 46 | 0.07492 |
| Timing Repair Buffer | 20 | 0.2541 |
| Multi-Input combinational cell | 61 | 0.6270 |
| Inverter | 9 | 0.04397 |
==> critical path, stage by stage <==
cell and delay [ps]:
sky130_fd_sc_hd__clkdlybuf4s50_1 480, sky130_fd_sc_hd__fa_1 170, sky130_fd_sc_hd__inv_1 50, sky130_fd_sc_hd__fa_1 380
sky130_fd_sc_hd__fa_1 360, sky130_fd_sc_hd__inv_1 70, sky130_fd_sc_hd__fa_1 600, sky130_fd_sc_hd__nand2b_1 180
sky130_fd_sc_hd__a22oi_1 80, sky130_fd_sc_hd__ha_1 380, sky130_fd_sc_hd__nor2b_1 150, sky130_fd_sc_hd__o21ai_1 70
sky130_fd_sc_hd__a311o_1 330, sky130_fd_sc_hd__clkdlybuf4s50_1 410
No activity file was given, so power comes from the tool's default toggle rates.
