[flow/design.v]
`timescale 1ns / 1ps
module lab2_4_1(
    input [3:0] a,
    input [3:0] b,
    input cin,
    output z,
    output cout,
    output [3:0] an,
    output [6:0] seg
);
    wire comp_result;
    wire [3:0] sum;
    wire [0:3] add6;
    wire [0:3] carry;
    wire [0:3] carry2;
    wire [0:3] res;
    assign an = 4'b1110;
    wire [2:0] sla, a6la;   
    wire [3:0] p, g;
    assign p = (a ^ b);
    assign g = (a & b);
    carry_lookahead cl1(p, g, sla, cin);
    carry_lookahead cl2(p, g, a6la, 1'b0);
    adder3 ads1 (a[0], b[0], cin,      sum[0], carry[0]);
    adder3 ads2 (a[1], b[1], carry[0],   sum[1], carry[1]);
    adder3 ads3 (a[2], b[2], carry[1],   sum[2], carry[2]);
    adder3 ads4 (a[3], b[3], carry[2],   sum[3], cout);
    comparator2 comp1(sum, comp_result);
    assign z = comp_result;
    adder3 ad1 (sum[0], 1'b0, 1'b0,      add6[0], carry2[0]);
    adder3 ad2 (sum[1], 1'b1, carry2[0],   add6[1], carry2[1]);
    adder3 ad3 (sum[2], 1'b1, carry2[1],   add6[2], carry2[2]);
    adder3 ad4 (sum[3], 1'b0, carry2[2],   add6[3], carry2[3]);
    assign res[0] = (~comp_result & sum[0]) | (comp_result & add6[0]);
    assign res[1] = (~comp_result & sum[1]) | (comp_result & add6[1]);
    assign res[2] = (~comp_result & sum[2]) | (comp_result & add6[2]);
    assign res[3] = (~comp_result & sum[3]) | (comp_result & add6[3]);
    sevseg2 s1 (res, seg);
endmodule
module adder3(
    input a,
    input b,
    input cin,
    output s,
    output cout
);
    wire xor1;
    assign xor1 = (a ^ b);
    assign s = (xor1) ^ cin;
    assign cout = (a & b) | (xor1 & cin);
endmodule
module carry_lookahead(
    input [0:3] p,
    input [0:3] g,
    output [0:2] cout,
    input cin
);
wire a1, a2, a3, a4, a5, a6;
assign a1 = (cin & p[0] & p[1] & p[2]);
assign a2 = (g[0] & p[1] & p[2]);
assign a3 = (g[1] & p[2]);
assign a4 = (cin & p[1] & p[0]);
assign a5 = (p[1] & g[0]);
assign a6 = (cin & p[0]);
assign cout[0] = g[0] | a6;
assign cout[1] = a5 | a4 | g[1];
assign cout[2] = a1 | a2 | a3 | g[2];
endmodule
module comparator2(
    input [0:3] x,
    output out
);
    assign out = (x > 4'b1001);
endmodule
module sevseg2(
    input [0:3] x,
    output reg [6:0] seg
    );
    always @(*)
    begin
    case (x)
    4'b0000: seg = 7'b0000001;
    4'b1000: seg = 7'b1001111;
    4'b0100: seg = 7'b0010010;
    4'b1100: seg = 7'b0000110;
    4'b0010: seg = 7'b1001100;
    4'b1010: seg = 7'b0100100;
    4'b0110: seg = 7'b0100000;
    4'b1110: seg = 7'b0001111;
    4'b0001: seg = 7'b0000000;
    4'b1001: seg = 7'b0000100;
    4'b0101: seg = 7'b0000001;
    4'b1101: seg = 7'b1100000;
    4'b0011: seg = 7'b0110001;
    4'b1011: seg = 7'b1000010;
    4'b0111: seg = 7'b0110000;
    4'b1111: seg = 7'b0111000;
     endcase    
  end
endmodule
[flow/run.sh]
#!/bin/bash
# OpenROAD 26Q1-2900-gdf79404cd8, Yosys 0.63+post, stock flow scripts
make -C /OpenROAD-flow-scripts/flow DESIGN_CONFIG=/design/flow/config.mk WORK_HOME=/design/flow/orfs finish
[flow/config.mk]
export PLATFORM = sky130hd
export DESIGN_NAME = lab2_4_1
export DESIGN_NICKNAME = lab2_4_1
export VERILOG_FILES = /design/flow/design.v
export SDC_FILE = /design/flow/constraint.sdc
export NUM_CORES = 4
export LEC_CHECK = 1
export CORE_AREA = 10 10 70 70
export DIE_AREA = 0 0 80 80
[flow/constraint.sdc]
current_design lab2_4_1

set clk_period 4.2
set clk_io_pct 0.2

create_clock -name clk0 -period $clk_period

set non_clock_inputs [all_inputs -no_clocks]
set_input_delay [expr $clk_period * $clk_io_pct] -clock clk0 $non_clock_inputs
set_output_delay [expr $clk_period * $clk_io_pct] -clock clk0 [all_outputs]
==> flow_summary.json <==
{
  "violations": "setup timing",
  "final_antenna_net_count": 0,
  "initCoreUtil_pct": 17.2,
  "worstPathCellList": "buf_6 -> fa_2 -> inv_2 -> fa_2 -> fa_2 -> inv_2 -> fa_2 -> nand2_2 -> a21boi_4 -> ha_4 -> buf_6 -> nand3b_1 -> buf_4 -> a32oi_2 -> buf_2",
  "grt_pass1_vias": 770,
  "fin_crit_ns": 4.44,
  "top_layer": "met4",
  "postCtsHoldBufs": 0,
  "clock_buffers": 0,
  "fp.coreArea_um2": 3420,
  "comb_power_share_pct": 100.0,
  "place_inst": 150,
  "final_layout_size_suffix_gt1_share_pct": 47.9,
  "start_kind": "input port",
  "yosysCellCount": 84,
  "regArea_um2": 0,
  "final_util_pct": 31.0,
  "wl_met3_um": 148,
  "drc_errors": 0,
  "synth.area.top_cells": "fa_1, inv_1, buf_4",
  "ys_types": 35,
  "via_count": 745,
  "critical_path_arrival_ns": 3.60,
  "hpwl_um": 1210,
  "finalCritPeriodShare_pct": 106,
  "yosys.area.top_type_share_pct": 13.6,
  "viasPerCell": 4.46,
  "internal_power_w": 0.000239,
  "antenna_found_initial": 0,
  "max_freq_mhz": 225,
  "slew_viol_final": 0,
  "ys_seq_share_pct": 0,
  "crit_family": "adder cells",
  "leakagePower_nw": 0.469,
  "wirelength_um": 2050,
  "ys_area_um2": 588,
  "wl_met1_um": 861,
  "critPathKind": "input port to primary output",
  "io_buffers": 18,
  "crit_buf_inv": 6,
  "most_common_cell": "inv_1",
  "ys_warn_count": 1,
  "pwr-share-clk_pct": 0,
  "cp-end-kind": "primary output",
  "num_io_pins": 22,
  "seqPwrFrac_pct": 0,
  "final_hold_viol_count": 0,
  "die-height_um": 80,
  "drt_first_pass_iters": 4,
  "status": "finished, violations left",
  "power.switching_w": 0.000175,
  "wl_per_cell_um": 12.3,
  "die_x_um": 80,
  "whs_ns": 2.31,
  "die_area_um2": 6400,
  "cp.required_ns": 3.36,
  "final_cells": 167,
  "drtIter0Drc": 40,
  "grt.total_usage_pct": 6.20,
  "gp_congestion": 0.855,
  "n_antenna_cell": 0,
  "cpMaxStageDelayCell": "fa_2",
  "rsz0062_at_grt": "true",
  "worst-path-max-fanout": 4,
  "yosys-top-cells-count": "inv_1, buf_2, nand2_1, o21ai_1",
  "powerDensity_nw_per_um2": 391,
  "synthCells": 84,
  "wl_met2_um": 1000,
  "cap_violations": 0,
  "tool_warnings": 34,
  "top_area_cell": "fa_1",
  "layout_setup_ws_ns": -0.237,
  "crit_top_cell": "fa_2",
  "areaGrowthSynthToFinish_pct": 80.0,
  "vdd_drop_max_mv": 0.170,
  "setup_viol": 5,
  "max_stage_delay_ns": 0.48,
  "p_sw_share_pct": 42.2,
  "grt_overflow": 0,
  "grt_max_degree": 23,
  "hp-class": "input port to primary output",
  "flop-count": 0,
  "synth_area_um2": 588,
  "grt_pass1_wl_um": 3400,
  "num_rows": 21,
  "avgSynthCellArea_um2": 7.00
}
routing by layer:
layer  track usage [%]  up-vias
met1              7.57      344
met2              11.0       36
met5                 0        -
met4             0.704        0
met3              1.48        4
li1                  -      361
stage by stage:
stage,area (µm²),setup WS (ns),total power (W),TNS (ns)
6_report,1060,-0.237,0.000414,-0.714
5_1_grt,1060,-0.372,0.000453,-1.31
4_1_cts,1030,-0.385,0.000379,-1.37
3_5_place_dp,850,-1.02,0.000282,-6.66
3_3_place_gp,850,-0.961,0.000278,-6.35
2_1_floorplan,596,0.0439,0.000165,0
cell type report:
class,count,area (µm²)
timing repair buffer,47,398
multi-input combinational,64,566
tap,46,57.6
inverter,10,37.5
fill,362,2360
worst min-delay path, delay by kind of cell:
family / cells / cell delay, ns
compound gates: 1 / 0.08
buf+inv: 2 / 0.17
fa+ha+maj: 1 / 0.37
logic make-up (layout without fill, tap and decap cells):
group	Yosys count	after routing	share of synthesized area [%]
buffers and inverters	22	57	18.9
AOI/OAI and AO/OA	25	25	29.8
adders and majority gates	6	6	17.9
muxes	1	1	1.70
and+or+nand+nor	28	28	30.4
other	2	4	1.28
power by group through the flow:
| stage | Sequential, W | Combinational [W] | Clock [W] |
|---|---|---|---|
| 5_1_grt | 0 | 0.000453 | 0 |
| 6_report | 0 | 0.000414 | 0 |
| 4_1_cts | 0 | 0.000379 | 0 |
cell usage in the layout (no fill, tap or decap), drive strengths merged, types with 2 or more instances in the layout:
cell type | netlist | routed
fa | 4 | 4
a21oi | 5 | 5
nand2b | 4 | 4
ha | 2 | 2
dlygate4sd2 | 0 | 2
a31oi | 2 | 2
nand2 | 5 | 5
nor2b | 2 | 2
or2 | 2 | 2
nor2 | 4 | 4
o32ai | 2 | 2
nand3b | 4 | 4
a21boi | 2 | 2
clkdlybuf4s50 | 0 | 6
a211oi | 3 | 3
o21ai | 6 | 6
buf | 10 | 39
conb | 2 | 4
inv | 10 | 10
final timing paths:
check,to,startpoint,cells after the start,slack [ns]
worst max-delay path,seg[0],b[0],15,-0.24
worst min-delay path,seg[3],a[0],4,2.31
repair_timing:
item | 4_1_cts | 5_1_grt
cloned | 1 | 0
pin swaps | 17 | 14
gates resized | 61 | 10
endpoints found under the hold margin | 0 | 0
setup endpoints to repair | 8 | 8
setup buffers | 19 | 0
Power figures rest on the tool's default switching activity, not on a simulated workload.
